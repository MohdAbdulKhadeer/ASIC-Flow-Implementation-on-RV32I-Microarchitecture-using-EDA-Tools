[design.v]
`timescale 1ns/1ps
`timescale 1ns/1ps
`timescale 1ns/1ps
module INS_MEM(
    input [31:0] PC,
    output [31:0] instruction_code
);
    reg [31:0] Memory [6:0]; 
    assign instruction_code = Memory[PC];
   always @(*)
    begin
          Memory[0] = 32'h00940333;  
            Memory[1] = 32'h413903b3;  
            Memory[2] = 32'h017b4e33;  
            Memory[3] = 32'h00f768b3;  
             Memory[4] = 32'h00d67fb3;  
            Memory[5] = 32'h019c1eb3;  
            Memory[6] = 32'h01bd5f33;  
    end
endmodule
module FET(
    input clk,
    input reset,
    output  [31:0]  instruction_code
);
reg [31:0] PC ;  
 INS_MEM instr_mem1(.PC(PC),.instruction_code(instruction_code));
    always @(posedge clk)
    begin
        if(reset == 1)  
        PC = 0;
        else
        PC = PC + 1; 
    end
endmodule
`timescale 1ns/1ps
module DEC(
input [31:0] instruction_code,
output wire [4:0] rs1,
output wire [4:0] rs2,
output wire [4:0] rd,
output wire [2:0] f3,
output wire [6:0] f7,
output wire [6:0] opcode);
assign rs1 = instruction_code[19:15];
assign rs2 = instruction_code[24:20];
assign rd = instruction_code[11:7];
assign f3 = instruction_code[14:12];
assign f7 = instruction_code[31:25];
assign opcode = instruction_code[6:0];
endmodule
`timescale 1ns/1ps
module REG(
input clk,
input reset,
input [31:0]write_data,
input [4:0] write_add,
input [4:0] R1_add,
input [4:0] R2_add,
output [31:0] reg1,
output [31:0] reg2);
reg [31:0] reg_bank [31:0];
always @(posedge clk ) begin
if(reset) begin
reg_bank[0] = 32'd0;
reg_bank[1] = 32'd1;
reg_bank[2] = 32'd2;
reg_bank[3] = 32'd3;
reg_bank[4] = 32'd4;
reg_bank[5] = 32'd5;
reg_bank[6] = 32'd6;
reg_bank[7] = 32'd7;
reg_bank[8] = 32'd8;
reg_bank[9] = 32'd9;
reg_bank[10] = 32'd10;
reg_bank[11] = 32'd11;
reg_bank[12] = 32'd12;
reg_bank[13] = 32'd13;
reg_bank[14] = 32'd14;
reg_bank[15] = 32'd15;
reg_bank[16] = 32'd16;
reg_bank[17] = 32'd17;
reg_bank[18] = 32'd18;
reg_bank[19] = 32'd19;
reg_bank[20] = 32'd20;
reg_bank[21] = 32'd21;
reg_bank[22] = 32'd22;
reg_bank[23] = 32'd23;
reg_bank[24] = 32'd24;
reg_bank[25] = 32'd25;
reg_bank[26] = 32'd26;
reg_bank[27] = 32'd27;
reg_bank[28] = 32'd28;
reg_bank[29] = 32'd29;
reg_bank[30] = 32'd30;
reg_bank[31] = 32'd31;  end
else begin
reg_bank[write_add] = write_data; end
end
assign reg1 = reg_bank[R1_add];
assign reg2 = reg_bank[R2_add];
endmodule
`timescale 1ns/1ps
module ALU(
input [31:0] in1,
input [31:0] in2,
input [2:0] f3,
input [6:0] f7,
input [6:0] opcode,
output reg [31:0] alu_result,
output zero_flag);
parameter ADD=17'b00000000000110011, SUB=17'b01000000000110011, XOR=17'b00000001000110011, OR=17'b00000001100110011, AND=17'b00000001110110011, SLL=17'b00000000010110011, SRL=17'b00000001010110011,
SRA=17'b01000001010110011, SLT=17'b00000000100110011;
always @(*) begin
case({f7,f3,opcode}) 
ADD: alu_result = in1 + in2;
SUB: alu_result = in1 - in2;
XOR: alu_result = in1 ^ in2;
OR: alu_result = in1 | in2;
AND: alu_result = in1 & in2;
SLL: alu_result = in1 << in2;
SRL: alu_result = in1 >> in2;
SRA: alu_result = in1 >>> in2;
SLT: alu_result = (in1 < in2)?1:0;
endcase end
assign zero_flag = (alu_result)?1'b0:1'b1;
endmodule
module TOPG(
input clk,
input reset,
output [31:0] alu_result);
wire [31:0] instruction_code;
FET m1(.clk(clk),.reset(reset),.instruction_code(instruction_code));
wire [4:0]rs1;
wire [4:0]rs2;
wire [4:0]rd;
wire [2:0]f3;
wire [6:0]f7;
wire [6:0]opcode;
DEC m2(.instruction_code(instruction_code),.rs1(rs1),.rs2(rs2),.rd(rd),.f3(f3),.f7(f7),.opcode(opcode));
wire [31:0]write_data;
wire [31:0]regdata1;
wire [31:0]regdata2;
REG m3(.clk(clk),.reset(reset),.write_data(write_data),.write_add(rd),.R1_add(rs1),.R2_add(rs2),.reg1(regdata1),.reg2(regdata2));
wire zero_flag;
ALU m4(.in1(regdata1),.in2(regdata2),.f3(f3),.f7(f7),.opcode(opcode),.alu_result(write_data),.zero_flag(zero_flag));
assign alu_result = write_data;
endmodule
[run.sh]
#!/bin/bash
# OpenROAD 26Q1-2900-gdf79404cd8, Yosys 0.63+post, stock flow scripts
make -C /OpenROAD-flow-scripts/flow DESIGN_CONFIG=/design/flow/config.mk WORK_HOME=/design/flow/orfs finish
[config.mk]
export PLATFORM = sky130hd
export DESIGN_NAME = TOPG
export DESIGN_NICKNAME = TOPG
export VERILOG_FILES = /design/flow/design.v
export SDC_FILE = /design/flow/constraint.sdc
export NUM_CORES = 4
export LEC_CHECK = 1
export CORE_UTILIZATION = 40
[constraint.sdc]
current_design TOPG

set clk_period 51.4
set clk_io_pct 0.2

create_clock -name clk0 -period $clk_period [get_ports {clk}]

set non_clock_inputs [all_inputs -no_clocks]
set_input_delay [expr $clk_period * $clk_io_pct] -clock clk0 $non_clock_inputs
set_output_delay [expr $clk_period * $clk_io_pct] -clock clk0 [all_outputs]
==> run notes <==
Status on the layout run. Per the gpl log, the routability congestion estimate is 1.01. Along the critical path, the tally of buffer and inverter instances is 5. Number of instances resized during post-cts repair landed at 0. Per the repair_timing log after CTS, setup buffers inserted total 0. Proportion of netlist area held by the largest area contributor landed at 53.1%. In the log, the iteration count for the first detailed-route pass is 6. Power per unit of standard cell area landed at 44.6 nW/um^2. Once placement completed, the tool counted placed cells totaling around 5400. Note that the worst hold path type here is reg -> reg.

The finished layout holds 5576 standard cells, fillers aside. Among all flip-flop cells after synthesis, the most frequent one is sky130_fd_sc_hd__edfxtp_1. Highest net fanout along the worst path landed at between 60 and 70. Count of unclocked register or latch pins landed at 32. At the worst endpoint, the required time is 51680 ps. The final layout reports a setup TNS of 0 ps. Insertion delay of the later-clocked pin in the worst-skew pair landed at 650 ps. Global routing usage summed across all routing layers landed at 28.6%.

Mean area per synthesized cell landed at 11.2 sq um. In this run the core area contains approximately 120 standard-cell rows. Cts-stage hold buffer count landed at 0.

The post-synth register bit count is 803. Fill cell instance count of the final layout landed at 9593. The worst-case max-slew headroom was logged as 32.1%. Floorplan utilization landed at 40.5%. By instance count after routing, the leading logic cell type is sky130_fd_sc_hd__edfxtp_1. The number of maximum-capacitance violations recorded for the run is 0. Looking at the setup timing report, the critical path kind is in -> reg. Per the STA report, the cell with the highest stage delay on the worst path is sky130_fd_sc_hd__buf_4. From synthesis to final layout, the design area changed by 12.9%. From the final report, the count of setup violators was given as 0. CTS placed an instance of sky130_fd_sc_hd__clkbuf_16 at the clock tree root.

Per the final layout report, the fraction of cells sized above drive strength 1 comes to 8.82%. Detailed-placement wirelength estimate landed at 95000 microns. Number of I/O port buffers landed at 33. The synthesized design spends more area on one cell type than any other, namely sky130_fd_sc_hd__edfxtp_1.

Post-synthesis async set-or-reset flop share landed at 0%. about 64 endpoints have no timing constraint. CTS reports a maximum clock tree buffer depth of 3. Summed instance area of the synthesized netlist landed at 43500 sq um.

The critical path goes through buf_8 -> buf_4 -> buf_4 -> buf_4 -> buf_4. TritonCTS built the clock tree. Setup repair after global routing left no endpoint under its margin. STA classifies the critical path endpoint as a register. The H-tree generated during clock tree synthesis spans 3 levels. The leakage component of the power was reported as ~19 nW. The total area inside the core boundary comes to 107000 sq um.

Total wire length after detailed routing landed at 148000 microns. The flow ran to the end, and the final reports show no timing, DRC or antenna violations. Width of the chip landed at approximately 330 microns. Final antenna-violating net count landed at 0. The number of antenna violations at the first check in global routing was 1.

Total vias in the final route landed at 31700. Entering global routing, the biggest net connects 97 pins. I/O pin total landed at 34. The script logs the mean routed wire length per placed instance as 26.5 microns. In the final report, the number of pins over their slew limit comes to 0.

Per the Yosys statistics, synthesis produced 3887 cells. Peak clock frequency supported by timing landed at 77.2 MHz. Final routed DRC violation total landed at 0. Count of library flops with an enable pin landed at between 700 and 800. According to the Yosys statistics, the synthesized design has a chip area of 43500 sq um. The floorplan step set the die height to 332 microns. According to the timing report, the arrival time at the worst endpoint equals ~13000 ps. The synthesis log from Yosys contains 5 warnings. Count of mapped cells out of synthesis landed at 3887. Clock tree synthesis inserted a total of roughly 79 buffers. The floorplan step defined a die boundary enclosing 110000 sq um. In the final run the clock tree shows a worst skew of 28.6 ps. At the pin with the least slew margin, the transition time is 1010 ps. The final timing summary puts the cycle share of the worst path at between 20% and 30%.

Per the power-grid run, VDD falls by no more than 0.0273 mV. Clock-pin slew was measured on the worst setup and hold paths at 60 ps. The most common logic cells in the final layout are sky130_fd_sc_hd__edfxtp_1 (768), sky130_fd_sc_hd__and2_1 (416), sky130_fd_sc_hd__nand2_1 (347), sky130_fd_sc_hd__conb_1 (320), sky130_fd_sc_hd__mux2i_1 (198). Across all stage logs, warnings added up to just over 80. Ranked by total cell area, the synthesized netlist is headed by sky130_fd_sc_hd__edfxtp_1 (53%), sky130_fd_sc_hd__and2_1 (6.0%), sky130_fd_sc_hd__mux2i_1 (4.6%), sky130_fd_sc_hd__a211oi_1 (3.4%), sky130_fd_sc_hd__nand2_1 (3.1%).

Summed over all layers, the global routing overflow is 0. End-of-flow core utilization landed at 45.7%. For this run, the detailed router reports a per-instance via density of 5.68. For this run, the slowest stage of the critical path takes about 660 ps. The worst path in the final design needs a cycle of between 10000 and 15000 ps, including I/O delays and setup. For reference, the final report shows the hold violation count at 0. Via count of the first global-routing pass landed at 30600. The timing report shows the most common cell along the critical path to be sky130_fd_sc_hd__buf_4.

The worst setup path is launched from a primary input. The first global-routing pass estimated 216000 microns of wire. Among cell families on the critical path, the largest total delay comes from buffers and inverters. Violation count after the first detailed-route iteration landed at 2301.

Number of distinct library cells after synthesis landed at 97.
==> state kept, by name (all words and copies together) (netlist names) <==
| name | count |
|---|---|
| m4.alu_result | 32 |
| m1.PC | 3 |
| m3.reg_bank | 768 |
==> final timing paths <==
check                               from  depth (start not counted)  slack (ps)             endpoint
worst max register to register  m1.PC[0]                          9       47250  m3.reg_bank[25][12]
worst max-delay path               reset                          5       38450  m3.reg_bank[12][10]
worst min register to register  m1.PC[0]                          1         660             m1.PC[0]
worst min-delay path            m1.PC[0]                          1         660             m1.PC[0]
==> through the flow <==
| step | hold WS [ps] | power, mW | setup WS [ps] | area (sq um) |
|---|---|---|---|---|
| after detailed placement | 631 | 1.61 | 37760 | 46500 |
| after CTS | 640 | 2.18 | 38440 | 49000 |
| after global placement | 617 | 1.61 | 37790 | 46500 |
| after global routing | 725 | 2.28 | 38260 | 49000 |
| after floorplan | 583 | 1.30 | 39160 | 44700 |
| final | 658 | 2.19 | 38450 | 49100 |
==> worst register-to-register path, delay by kind of cell, from the launching register on <==
family	cells	cell delay [ps]
and+or+nand+nor	2	1020
buffers and inverters	3	940
AOI/OAI and AO/OA	3	800
adders and majority gates	1	560
DFF	1	460
==> cell type report <==
cell class                 instances  area (sq um)  area share (%)
antenna                            1          2.50         0.00510
clock buffer                     101          2100            4.29
clock inverter                    44           462           0.941
inverter                          95           357           0.727
multi-input combinational       2970         19500            39.7
sequential                       803         23600            48.1
tap                             1403          1760            3.58
timing repair buffer             159          1290            2.64
==> logic make-up after synthesis <==
| family | share of synthesized area (%) |
|---|---|
| XOR/XNOR | 0.322 |
| other | 0.0173 |
| buffers and inverters | 4.21 |
| AND-OR/OR-AND | 14.1 |
| multiplexers | 7.17 |
| AND/OR/NAND/NOR | 17.2 |
| latches | 1.11 |
| flip-flops | 53.2 |
| adder cells (fa/ha/maj) | 2.68 |
==> cell usage after synthesis (23+ instances only) <==
master / instances
sky130_fd_sc_hd__a211oi_1: 194
sky130_fd_sc_hd__a21o_1: 28
sky130_fd_sc_hd__a21oi_1: 106
sky130_fd_sc_hd__a311oi_1: 37
sky130_fd_sc_hd__a31oi_1: 42
sky130_fd_sc_hd__and2_1: 417
sky130_fd_sc_hd__and3_1: 179
sky130_fd_sc_hd__buf_2: 90
sky130_fd_sc_hd__clkbuf_1: 205
sky130_fd_sc_hd__dlxtn_1: 32
sky130_fd_sc_hd__edfxtp_1: 768
sky130_fd_sc_hd__ha_1: 90
sky130_fd_sc_hd__inv_1: 93
sky130_fd_sc_hd__mux2i_1: 199
sky130_fd_sc_hd__mux4_2: 40
sky130_fd_sc_hd__nand2_1: 355
sky130_fd_sc_hd__nand2b_1: 55
sky130_fd_sc_hd__nand3_1: 109
sky130_fd_sc_hd__nor2_1: 167
sky130_fd_sc_hd__nor3_1: 44
sky130_fd_sc_hd__o211ai_1: 23
sky130_fd_sc_hd__o21ai_0: 139
sky130_fd_sc_hd__o22ai_1: 25
sky130_fd_sc_hd__o31a_1: 35
sky130_fd_sc_hd__or3_1: 25
==> routing by layer <==
layer  wire, microns  global-route usage, %
met1           59400                   41.8
met2           64800                   40.5
met3           18600                   13.2
met4            4890                   7.59
met5               0                 0.0868
==> power breakdown <==
group,internal [mW],leakage [nW],switching (mW)
registers,0.751,7.91,0.0181
logic,0.272,9.71,0.572
clock network,0.331,1.24,0.241
Power is estimated from default activity; no workload was simulated.
